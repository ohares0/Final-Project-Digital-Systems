==> /design/flow/design.v <==
module FastestTime (t, c, r, cont, fastestTime);
	input r, c, cont;
	input [16:0]t;
	output [16:0]fastestTime;
	reg [16:0]bestTime;
	always @(posedge r or posedge c) begin
		if(r)
			bestTime <= 16'b1001100110011001;
		else if(t != 0 & t < bestTime & cont)
			bestTime <= t;
	end 
	assign fastestTime = bestTime;
endmodule 
==> /design/flow/run.sh <==
#!/bin/bash
# OpenROAD 26Q1-2900-gdf79404cd8, Yosys 0.63+post, stock flow scripts
make -C /OpenROAD-flow-scripts/flow DESIGN_CONFIG=/design/flow/config.mk WORK_HOME=/design/flow/orfs finish
==> /design/flow/config.mk <==
export PLATFORM = sky130hd
export DESIGN_NAME = FastestTime
export DESIGN_NICKNAME = FastestTime
export VERILOG_FILES = /design/flow/design.v
export SDC_FILE = /design/flow/constraint.sdc
export NUM_CORES = 4
export LEC_CHECK = 1
export CORE_AREA = 10 10 89 89
export DIE_AREA = 0 0 99 99
==> /design/flow/constraint.sdc <==
current_design FastestTime

set clk_period 6.8
set clk_io_pct 0.2

create_clock -name clk0 -period $clk_period [get_ports {c}]

set non_clock_inputs [all_inputs -no_clocks]
set_input_delay [expr $clk_period * $clk_io_pct] -clock clk0 $non_clock_inputs
set_output_delay [expr $clk_period * $clk_io_pct] -clock clk0 [all_outputs]
==> changes_impl.md <==
### Changed

- Xor/xnor share: 0%
- DIE AREA: 9800 µm²
- Hold buffer count at CTS: 0
- Sinks on Clock Net: 17
- Starting DRT DRC Count: 85
- Routed vias: 1450
- Antenna violations before repair: 0
- Setup TNS: 0 ns
- Logic family by area: AND-OR/OR-AND gates
- Die Wd: 99 µm
- Comb power frac: 60.1%
- Largest registers: bestTime (17)
- Post-Place Worst Slack: 2.50 ns
- Worst Path Arrival: 4.19 ns
- Main synth FF type: dfrtp_1
- Clk slew on worst S/H paths: 0.07 ns
- Req. time, crit path: 6.90 ns
- OpenROAD warnings: 25
- Crit-path max FO: 18
- Sw Pwr: 0.000324 W
- Sw Share: 43.0%
- Fin cells: 281
- Max-slew violations: 0
- Post-Synth Simple-Gate Area: 23.4%
- Setup crit end kind: flip-flop
- Initial Util: 26.3%
- Post-CTS Setup Bufs: 0
- Max-slew headroom at the worst pin: 36.4%
- Final worst slack: 2.71 ns
- Max-cap violations: 0
- Final ANT Viol Nets: 0
- Final wirelength: 4700 µm
- Synth top cells by count: 37 x nand2_1, 17 x inv_1, 17 x o21ai_0, 16 x ha_1
- GR Overflow Total: 0
- Period utilization: 60.1%
- # DRC: 0
- Internal: 0.000430 W
- Static Leak: 0.844 nW
- Yosys top cell by instances: nand2_1
- Mux share: 0%
- PD cells: 373 nW/µm²
- Worst Tran Pin Value: 0.955 ns
- Worst hold path class: flip-flop to flip-flop
- Setup crit start kind: input pin
- H-tree Lvls: 1
- Synth Seq Share: 27.6%
- TritonRoute pass-1 iters: 4
- Top post-synthesis cells by area: dfrtp_1 14%, dfstp_2 13%, ha_1 13%
- Ys cells: 174
- Std cell rows: 28
- Setup violations, final: 0
- Die Y: 99 µm
- Final GP Congestion: 0.843
- Buffers on Ports: 36
- Clock root cell: clkbuf_8
- Post-synth top area cell: dfrtp_1
- Number of placed cells counting well taps: 277
- Vias in the first global route: 1491
- Min cycle time layout: 4.09 ns
- HPWL after DPL: 3310 µm
- WS Path Type: input pin to flip-flop
- RSZ-0062 raised after global routing: no
- Synth top area share: 14.3%
- Max FFs per register: 17
- Number of buffers created by CTS: 3
- Clock Skews: 0.00338 ns
- Flip-flops with a built-in enable: 0
- Hold Slack: 0.518 ns
- Post_cts resized: 0
- Aoi share: 27.7%
- FMAX: 245 MHz
- Post-Syn Instances: 174
- I/O pin cnt: 37
- Yosys warning total: 1
- Largest net degree at the start of global routing: 20
- Fin util: 33.7%
- Mapped cell area: 1580 µm²
- Clk pwr share: 10.5%
- Diode count: 0
- Max IR drop VDD: 127 µV
- Async S/R FF share, synth: 100%
- Layout area overhead: 28.0%
- Global-route wire length before repair: 7760 µm
- Outcome: completed
- Largest register by flop count: bestTime
- Post-synth regs: 17
- Clock latency (worst-skew pair): 0.26 ns
- CTS Buffer Depth: 2
- CTS tree: yes
- Yosys Chip Area: 1580 µm²
- Avg WL per Cell: 16.7 µm
- Fa+ha+maj area frac: 12.7%
- Post-synthesis area per instance: 9.07 µm²
- Gr usage total: 9.34%
- Layout cells sized above 1: 17.5%
- Drt via density: 5.16
- Core Box Area: 5990 µm²
- Hold Fails Final Rpt: 0
- Netlist cell types: 31
- Sequential power share: 29.5%
metrics by stage:
step	area, µm²	power, W
after floorplan	1580	0.000485
after global placement	1970	0.000675
after detailed placement	1970	0.000678
after CTS	2020	0.000762
after global routing	2020	0.000824
final	2020	0.000754
power groups by stage:
stage,registers (W),logic (W),clock network [W]
final,0.000222,0.000453,0.0000789
after global routing,0.000230,0.000507,0.0000870
after CTS,0.000222,0.000457,0.0000829
metal layers:
metal | part of all wire [%] | track usage (%)
met2 | 46 | 15.0
met4 | 1.2 | 0.992
met1 | 48 | 12.9
met5 | 0 | 0
met3 | 5.2 | 2.11
critical path, stage by stage:
cell and delay [ns]:
clkdlybuf4s50_1 0.47, ha_1 0.33, nand4_1 0.17, o311ai_4 0.71, o2111a_1 0.94, o211ai_1 0.20
cell families after synthesis:
logic type,count (synthesis)
compound gates,49
flops,17
simple gates,65
buf+inv,27
fa+ha+maj,16
final timing paths:
kind | startpoint | endpoint | slack, ns | cells past startpoint
max | t[6] | bestTime[9] | 2.71 | 6
max in group asynchronous | r | bestTime[14] | 4.81 | 2
min in group asynchronous | r | bestTime[6] | 1.53 | 2
max reg2reg | bestTime[8] | bestTime[9] | 3.70 | 6
min | bestTime[11] | bestTime[11] | 0.52 | 2
min reg2reg | bestTime[11] | bestTime[11] | 0.52 | 2
cells in the final DEF, fill, tap and decap left out, drive strengths merged, types with 3 or more instances in the layout:
master         netlist  routed
nand2               37      37
clkdlybuf4s50        0      36
o211ai              19      19
dfrtp                9       9
a21oi                4       4
o21ai               17      17
dfstp                8       8
nor4                 3       3
clkbuf               5       4
inv                 17      17
ha                  16      16
and4                17      17
layout make-up:
type,count,area [µm²]
timing repair buffer,38,375
multi-input combinational,130,1010
fill,637,3970
clock buffer,4,45.0
inverter,17,63.8
sequential,17,435
tap,75,93.8
No activity file was given, so power comes from the tool's default toggle rates.
