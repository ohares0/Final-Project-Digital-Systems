## ./run.sh

```bash
#!/bin/bash
# OpenROAD 26Q1-2900-gdf79404cd8, Yosys 0.63+post, stock flow scripts
make -C /OpenROAD-flow-scripts/flow DESIGN_CONFIG=/design/flow/config.mk WORK_HOME=/design/flow/orfs finish
```

## ./config.mk

```make
export PLATFORM = sky130hd
export DESIGN_NAME = hexToSevenSegDataflow
export DESIGN_NICKNAME = hexToSevenSegDataflow
export VERILOG_FILES = /design/flow/design.v
export SDC_FILE = /design/flow/constraint.sdc
export NUM_CORES = 4
export LEC_CHECK = 1
export CORE_AREA = 10 10 70 70
export DIE_AREA = 0 0 80 80
```

## ./constraint.sdc

```tcl
current_design hexToSevenSegDataflow

set clk_period 2.0
set clk_io_pct 0.2

create_clock -name clk0 -period $clk_period

set non_clock_inputs [all_inputs -no_clocks]
set_input_delay [expr $clk_period * $clk_io_pct] -clock clk0 $non_clock_inputs
set_output_delay [expr $clk_period * $clk_io_pct] -clock clk0 [all_outputs]
```

## ./design.v

```verilog
module hexToSevenSegDataflow(in, out);
	input [3:0]in;
	output [6:0]out;
	wire W,X,Y,Z;
	wire A, B, C, D, E, F, G;
	assign out = {G, F, E, D, C, B, A};
	assign {W, X, Y, Z} = in;
	assign A = ~X&~Z | ~W&X&Z | W&~X&~Y | W&~Z | X&Y | ~W&Y;
	assign B = ~W&~Y&~Z | ~W&Y&Z | W&~Y&Z | ~X&~Z | ~W&~X;
	assign C = ~Y&Z | ~W&~Y | ~W&Z | ~W&X | W&~X;
	assign D = X&~Y&Z | W&~Y&~Z | ~W&~X&~Z | ~X&Y&Z | X&Y&~Z;
	assign E = ~X&~Z | Y&~Z | W&X | W&Y;
	assign F = ~Y&~Z | ~W&X&~Y | X&~Z | W&Y | W&~X;
	assign G = Y&~Z | W&~X | ~X&Y | W&Z | ~W&X&~Y;
endmodule 
```

==> flow_metrics.tcl <==
# flow metrics
set metrics [dict create \
    coreArea_mm2 0.00342 \
    avgSynthCellArea_um2 8.46 \
    p_switching_uw 35.6 \
    power.internal_uw 56.5 \
    warnings 32 \
    power.density_mw_per_mm2 175 \
    seq_cells 0 \
    finalHoldViolations 0 \
    cp_num_buf_inv 4 \
    seqPwrFrac 0 \
    via_per_inst 3.27 \
    fill_cells 400 \
    whs_ps 1450 \
    grt_pass1_vias 312 \
    crit_start "in[1]" \
    num_vias 314 \
    fin_area_um2 527 \
    slew_headroom 0.822 \
    ys_area_um2 322 \
    rsz0062_at_grt "no" \
    peakVddDrop_mv 0.0648 \
    grt_max_degree 11 \
    crit_cells 6 \
    drc_errors 0 \
    clkPwrFrac 0 \
    synth.distinct_cells 27 \
    dieHeight_um 80 \
    area_growth_pct 63.8 \
    grt_usage 0.0254 \
    register_area_um2 0 \
    fmax_mhz 523 \
    wl_per_cell_um 8.26 \
    antenna_found_initial 0 \
    synth_cells 38 \
    firstDrtPassIters 2 \
    critical_path.endpoint_type "output pin" \
    cp_common_cell "buf_6" \
    arrival_ps 1510 \
    worstPathRequired_ps 1600 \
    final_cell_mix "buf_4 (8), dlygate4sd2_1 (7), buf_6 (4)" \
    critPathMaxFanout 8 \
    place_congestion 0.657 \
    max_cap_violations 0 \
    switching_share 0.387 \
    holdPathStages 5 \
    die_width_um 80 \
    grt_pass1_wl_um 1400 \
    overflow 0 \
    wl_um 793 \
    yosys_warnings 0 \
    chip_area_mm2 0.00640 \
    drt_iter0_drc 14 \
    finalCritPeriodShare 0.957 \
    startpoint_type "primary input" \
    drive_above_1_share 0.520 \
    fin_crit_ps 1910 \
    num-clock-buffers 0 \
    hp-start "in[3]" \
    ant_nets 0 \
    ys_seq_frac 0 \
    p_leak_nw 0.206 \
    yosys_cells 38 \
    syn_area_um2 322 \
    io_buffers 11 \
    dp.final_hpwl_um 625 \
    ioPinCount 11 \
    crit_chain "clkdlybuf4s15_2 -> buf_6 -> buf_6 -> nor4b_4 -> a211oi_2 -> dlygate4sd2_1" \
    final_common_cell "buf_4" \
    row_count 21 \
    worst-setup-path-type "in -> out" \
    hold_path_class "in -> out" \
    diodes 0 \
    max_stage_delay_ps 320 \
    crit_path_top_delay_cell "nor4b_4" \
    critical_path.top_delay_family "buffers and inverters" \
    setup_viol 0 \
    tightest_slew_ps 265 \
    status "completed" \
    final_max_slew_viol_count 0 \
    utilization 0.154 \
    p_comb_frac 1.000 \
    fp_util 0.0941 \
    placed_cell_area_um2 467 \
]
## power by group through the flow
| stage | Clock, mW | Combinational, mW | Sequential (mW) |
|---|---|---|---|
| finish | 0 | 0.0920 | 0 |
| CTS | 0 | 0.0888 | 0 |
| global route | 0 | 0.103 | 0 |
## what timing repair did
action / 4_1_cts / 5_1_grt
setup endpoints to repair: 7 / 3
buffers inserted: 2 / 0
gates resized: 20 / 6
pin swaps: 0 / 1
hold buffers: 0 / 0
## through the flow
step	instances	TNS, ps	power [mW]	setup slack, ps
final	96	0	0.0920	86.3
after CTS	96	0	0.0888	18.1
after detailed placement	94	-2800	0.0901	-454
after global routing	96	0	0.103	11.9
after global placement	94	-2740	0.0879	-430
after floorplan	38	0	0.0566	587
## worst paths after layout
path,to
max,out[0]
min,out[4]
## final cells by class
class	instances	area, um^2	area share
Multi-Input combinational cell	26	253	0.480
Inverter	1	3.75	0.00713
Tap cell	46	57.6	0.109
Timing Repair Buffer	23	213	0.404
## logic make-up (layout without fill, tap and decap cells)
family / count (synthesis) / in the layout / share of synthesized area
AND-OR/OR-AND: 9 / 9 / 0.222
AND/OR/NAND/NOR: 15 / 15 / 0.409
XOR/XNOR: 2 / 2 / 0.0545
buffers and inverters: 12 / 24 / 0.315
## synth_stat cells
cell type | count | area (um^2)
buf_4 | 8 | 60.1
and4b_2 | 2 | 22.5
buf_6 | 2 | 22.5
nor3_1 | 2 | 10.0
xnor2_1 | 2 | 17.5
a211oi_1 | 1 | 7.51
a211oi_2 | 1 | 12.5
a21bo_2 | 1 | 10.0
a21oi_1 | 1 | 5.00
a221oi_1 | 1 | 8.76
a311oi_1 | 1 | 8.76
and2_1 | 1 | 6.26
and2b_1 | 1 | 7.51
and3b_1 | 1 | 8.76
and4b_1 | 1 | 10.0
and4bb_2 | 1 | 12.5
buf_8 | 1 | 15.0
inv_2 | 1 | 3.75
nand2b_1 | 1 | 6.26
nor2_1 | 1 | 3.75
nor3b_1 | 1 | 7.51
nor3b_2 | 1 | 12.5
nor4b_1 | 1 | 8.76
nor4b_2 | 1 | 15.0
o21a_1 | 1 | 7.51
o21ai_0 | 1 | 5.00
o22ai_1 | 1 | 6.26
## per-layer routing
| layer | global-route usage | routed length [um] | vias up |
|---|---|---|---|
| li1 | - | - | 161 |
| met4 | 0 | 0 | 0 |
| met5 | 0 | 0 | - |
| met3 | 0.00227 | 22 | 0 |
| met2 | 0.0393 | 328 | 8 |
| met1 | 0.0389 | 442 | 145 |
Power is estimated from default activity; no workload was simulated.
