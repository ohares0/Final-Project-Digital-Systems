`/design/flow/config.mk`:
```
export PLATFORM = sky130hd
export DESIGN_NAME = binary_to_7seg
export DESIGN_NICKNAME = binary_to_7seg
export VERILOG_FILES = /design/flow/design.v
export SDC_FILE = /design/flow/constraint.sdc
export NUM_CORES = 4
export LEC_CHECK = 1
export CORE_UTILIZATION = 40
```
`/design/flow/constraint.sdc`:
```
current_design binary_to_7seg

set clk_period 18.0
set clk_io_pct 0.2

create_clock -name clk0 -period $clk_period

set non_clock_inputs [all_inputs -no_clocks]
set_input_delay [expr $clk_period * $clk_io_pct] -clock clk0 $non_clock_inputs
set_output_delay [expr $clk_period * $clk_io_pct] -clock clk0 [all_outputs]
```
`/design/flow/design.v`:
```
module binary_to_7seg (
      input [13:0] in,
      output [6:0] HEX3, HEX2, HEX1, HEX0
   );
   logic [3:0] bcd3, bcd2, bcd1, bcd0;
   bianary_to_bcd u0 (in, bcd3, bcd2, bcd1, bcd0);
   hex_to_seven_seg u1 (bcd3, HEX3);
   hex_to_seven_seg u2 (bcd2, HEX2);
   hex_to_seven_seg u3 (bcd1, HEX1);
   hex_to_seven_seg u4 (bcd0, HEX0);
endmodule
module bianary_to_bcd (in, out3, out2, out1, out0);
   input [13:0] in;
   output reg [3:0] out3, out2, out1, out0;
   reg [29:0] shift;
   integer i;
   always_comb begin
      shift[29:14] = 0;
      shift[13:0] = in;
      for (i=0; i<14; i=i+1)
      begin
         if (shift[17:14] >= 5)
            shift[17:14] = shift[17:14] + 3;
         if (shift[21:18] >= 5)
            shift[21:18] = shift[21:18] + 3;
         if (shift[25:22] >= 5)
            shift[25:22] = shift[25:22] + 3;
         if (shift[29:26] >= 5)
            shift[29:26] = shift[29:26] + 3;
         shift = shift << 1;
      end
      out0 = shift[17:14];
      out1 = shift[21:18];
      out2 = shift[25:22];
      out3 = shift[29:26];
   end
endmodule
module hex_to_seven_seg(in, sevenSeg);
   input [3:0]in;
   output logic [6:0]sevenSeg;
   logic [6:0] out;
   always_comb begin
      case (in)
         4'b0000: out <= 7'b0111111;
         4'b0001: out <= 7'b0000110;
         4'b0010: out <= 7'b1011011;
         4'b0011: out <= 7'b1001111;
         4'b0100: out <= 7'b1100110;
         4'b0101: out <= 7'b1101101;
         4'b0110: out <= 7'b1111101;
         4'b0111: out <= 7'b0000111;
         4'b1000: out <= 7'b1111111;
         4'b1001: out <= 7'b1100111;
         default: out <= 'x;
      endcase
      sevenSeg = ~out;
   end
endmodule
```
`/design/flow/run.sh`:
```
#!/bin/bash
# OpenROAD 26Q1-2900-gdf79404cd8, Yosys 0.63+post, stock flow scripts
make -C /OpenROAD-flow-scripts/flow DESIGN_CONFIG=/design/flow/config.mk WORK_HOME=/design/flow/orfs finish
```
==> flow_metrics.tcl <==
# flow metrics
set metrics [dict create \
    rsz0062_at_grt "yes" \
    ioPinCount 42 \
    core_um2 9955 \
    place_hpwl_um 8637 \
    yosysCellCount 562 \
    routedWlPerCell_um 12.12 \
    postSynthAreaPerCell_um2 7.425 \
    fin_crit_sh_pct 99.47 \
    die_width_um 104.1 \
    initCoreUtil_pct 41.92 \
    grt_pass1_vias 4496 \
    critPathKind "in2out" \
    grt_max_degree 11 \
    via_count 4969 \
    antenna_left 0 \
    grtUsageMet3_pct 0.2553 \
    adder_share_pct 18.59 \
    rows 36 \
    seq_area_um2 0 \
    setup_violations 0 \
    period_minus_slack_ps 17910 \
    crit_fanout 4 \
    tool_warnings 63 \
    ys_seq_share_pct 0 \
    drv_slew 0 \
    hold_class "in2out" \
    antenna_cells_inserted 0 \
    ys_warn_count 2 \
    place_congestion 0.8437 \
    die_h_um 104.1 \
    synthToLayoutAreaGrowth_pct 78.23 \
    fillers 672 \
    mux_share_pct 12.35 \
    synthTopLogicFamily "AND-OR/OR-AND gates" \
    netlist.area_leader.share_pct 18.59 \
    drc 0 \
    slowest_delay_ps 540 \
    synth.cellmix.compoundShare_pct 30.31 \
    status "complete, no violations" \
    synth_area_um2 4173 \
    fmax_ghz 0.05585 \
    dr.pass1.iters 4 \
    synth_cell_types 93 \
    ff_count 0 \
    netlist_instances 562 \
    cts_hold_buffers 0 \
    yosys_area_um2 4173 \
    grt_pass1_wl_um 19140 \
    top_area_cell "ha_1" \
    place_worst_setup_slack_ps -652.0 \
    relSlewSlack_pct 59.04 \
    hold_violations 0 \
    io_buffers 42 \
    drt_first_iter_violations 161 \
    combGateArea_um2 4895 \
    nClkBuffers 0 \
    final_layout_size_suffix_gt1_share_pct 55.21 \
    worstPathArrival_ps 14310 \
    ys_sh_xor_pct 6.027 \
    worstMarginPinSlew_ps 608.0 \
    use_met1_pct 30.18 \
    end_kind "output port" \
    die_area_um2 10840 \
    fin_tns_setup_ps 0 \
    synthTopCellsByArea "ha_1 (19%), mux2i_1 (7.0%), inv_1 (4.9%)" \
    finalWorstSetupSlack_ps 94.90 \
    use_met2_pct 33.57 \
    simple_gate_share_pct 26.69 \
    wl_um 11630 \
    antenna_found_initial 0 \
    grt.busiest_layer "met2" \
    vias_per_cell 5.181 \
    track_usage_pct 19.92 \
    hold_ws_ps 8084 \
    worstPathRequired_ps 14400 \
    grt_overflow 0 \
    critPathSlowestCell "or4_4" \
    maxCapViolCount 0 \
    start_kind "input port" \
]
[Yosys cell counts, types with 3 or more instances]
library cell	n
o211ai_1	8
o31ai_1	5
a21boi_1	4
xnor2_1	16
or3_1	5
or4_1	4
inv_1	54
mux2_2	9
and3_1	7
o21ai_2	3
nand2b_1	17
or2_1	5
nor2b_1	17
a21oi_1	29
mux2i_2	3
nor2_1	48
or2_2	3
nor2_2	3
o21a_1	12
a31oi_1	9
a221o_1	3
a32o_1	5
and2_1	9
nand3_1	14
o21ai_1	6
ha_1	62
nand4_1	4
inv_2	4
o21ai_0	18
nor3_1	10
nand2_1	34
mux2i_1	29
a21o_1	4
o22ai_1	10
o2111ai_1	3
o21bai_1	3
nor3b_1	3
a211o_1	4
mux2_4	4
nor3_2	3
[final cells by class]
type	instances	area share, %
Timing Repair Buffer	269	28.89
Tap cell	133	2.238
Multi-Input combinational cell	499	65.81
Inverter	58	3.062
[per-stage QoR]
step,area [µm²],util (%),std cells
final,7437,74.71,959
after global routing,7437,74.71,959
after CTS,6709,67.40,920
after detailed placement,6492,65.22,907
after global placement,6492,65.22,907
after floorplan,4641,-,562
[layer usage]
metal / wire [µm] / up-vias
met5: 0 / -
met4: 24 / 0
met3: 155 / 4
met2: 5200 / 50
met1: 6244 / 2296
li1: - / 2619
[worst paths after layout]
check                  start  endpoint  slack, ps  depth (start not counted)
worst max-delay path  in[12]   HEX1[0]         90                         63
worst min-delay path   in[0]   HEX0[4]       8080                          3
[cell usage in the layout, fill, tap and decap left out, drive strengths merged, types with 3 or more instances in the layout]
master and instances:
nand2 36, clkbuf 12, or3 7, buf 231
and3 8, a32o 5, xnor2 19, o21bai 3
or2 9, mux2i 33, and2 10, mux2 13
nand4 4, a32oi 3, a221o 3, o211ai 8
dlymetal6s2s 13, or4 5, a21oi 30, nor3b 3
o21a 12, o31ai 7, a21o 5, nor2 51
a211o 4, o2111ai 3, nand2b 17, o311ai 3
inv 58, ha 62, o22ai 11, o21ai 27
a21boi 5, nand3 14, nor2b 17, nor3 13
a31oi 10, clkdlybuf4s50 12, nor4 3
[logic make-up after synthesis]
kind of cell,count (synthesis)
AOI/OAI and AO/OA,165
xor gates and xnor gates,22
adders and majority gates,62
buffers and inverters,63
muxes,46
and+or+nand+nor,204
[critical path, delay by kind of cell]
| kind | cells | cell delay [ps] |
|---|---|---|
| and+or+nand+nor | 26 | 4500 |
| adders and majority gates | 11 | 2100 |
| AOI/OAI and AO/OA | 11 | 2080 |
| xor gates and xnor gates | 7 | 1150 |
| buffers and inverters | 6 | 510 |
| muxes | 2 | 360 |
[what timing repair did]
action                                 in CTS  in global routing
gates resized                              30                160
endpoints found under the hold margin       0                  0
buffers inserted                           13                 40
pin swaps                                  27                 93
setup endpoints to repair                  28                 28
gates cloned                                0                  0
